==> ./design.v <==
`timescale 1ns / 1ps
module Debouncer(btn_in, clk, reset, btn_out);
input btn_in, clk, reset;
output btn_out;
reg[2:0]state = 3'b000;
reg btn_out;
wire btn_in, clk, reset;
always@(posedge clk) 
begin
if(btn_in)
    begin
        case(state)
        3'b000 : 
        if(btn_in == 1'b1)  
            begin
                state <= 3'b001;  
                btn_out <= 1'b0;  
            end
        3'b001 : 
        if(btn_in == 1'b1)  
            begin
                state <= 3'b000;  
                btn_out <= 1'b1;  
            end
        else
            begin
                state <= 3'b000;  
                btn_out <= 1'b0;  
            end
       endcase
    end
else
begin
    btn_out <= 1'b0;  
end
end
endmodule
`timescale 1ns / 1ps
module Multiplexer(seg0, seg1, seg2, seg3, sel, anode, segment);
    input seg0, seg1, seg2, seg3;
    input sel;
    output anode, segment;
    wire [6:0] seg0, seg1, seg2, seg3;
    wire [1:0] sel;
    reg [6:0] segment; 
    reg [3:0]anode;
    always@(sel)begin
        case(sel)
            2'b00:
                begin
                segment <= seg0;  
                anode <= 4'b0111;  
                end
            2'b01:
                begin
                segment <= seg1;
                anode <= 4'b1011;
                end
           2'b10 :
                begin
                segment <= seg2;
                anode <= 4'b1101;
                end
           2'b11 :
                begin
                segment <= seg3;
                anode <= 4'b1110;
                end
        endcase
     end
endmodule
`timescale 1ns / 1ps
module Seg_Decoder1(btn, switch, segment_out);
input switch, btn;
output segment_out;
wire [3:0]switch;  
wire btn;
reg [6:0] segment_out = 7'b0000001;  
always@(switch)begin
    if(btn)
        begin
        case(switch)                  
            4'b0000: segment_out <= 7'b0000001;  
            4'b0001: segment_out <= 7'b1001111;  
            4'b0010: segment_out <= 7'b0010010;  
            4'b0011: segment_out <= 7'b0000110;  
            4'b0100: segment_out <= 7'b1001100;  
            4'b0101: segment_out <= 7'b0100100;  
            4'b0110: segment_out <= 7'b0100000;  
            4'b0111: segment_out <= 7'b0001111;  
            4'b1000: segment_out <= 7'b0000000;  
            4'b1001: segment_out <= 7'b0001100;  
            4'b1010: segment_out <= 7'b0001000;  
            4'b1011: segment_out <= 7'b1100000;  
            4'b1100: segment_out <= 7'b0110001;  
            4'b1101: segment_out <= 7'b1000010;  
            4'b1110: segment_out <= 7'b0110000;  
            4'b1111: segment_out <= 7'b0111000;  
        endcase
        end
    end
endmodule
`timescale 1ns / 1ps
module Top_Level(left_switch, clk, btn, reset, right_switch, anode, segment);
    input  left_switch;
    input clk;
    input btn;
    input reset;
    input right_switch;
    output anode;
    output segment;
    wire W1, W2;  
    wire [6:0] W3, W4, W5, W6;  
    wire [1:0] W7;  
    wire [3:0] left_switch, right_switch, anode;
    wire clk, btn, reset;
    wire [6:0] segment;
    reg[3:0] ground = 4'b0000;
    clk_divider C1(clk, reset, W1);
    Debouncer D1(btn, clk, reset, W2);
    Seg_Decoder1 S1(W2, ground, W3);
    Seg_Decoder1 S2(W2, left_switch, W4);
    Seg_Decoder1 S3(W2, ground, W5);
    Seg_Decoder1 S4(W2, right_switch, W6);
    Two_bit_counter T1(W1, reset, W7);
    Multiplexer M1(W3, W4, W5, W6, W7, anode, segment);
endmodule
`timescale 1ns / 1ps
module Two_bit_counter(clk, reset, count);
input clk, reset;
output count;
wire clk, reset;
reg [1:0]count = 2'b00;  
always@(posedge clk) begin
if(reset) 
    begin
        count <=2'b00;
    end
else
    begin
        case(count)
            2'b00: count <= 2'b01;
            2'b01: count <= 2'b10;
            2'b10: count <= 2'b11;
            2'b11: count <= 2'b00;
        endcase
    end
 end
endmodule
`timescale 1ns / 1ps
module clk_divider(clkin, reset, clkout);
input clkin,reset;
output clkout;
reg [15:0] count;  
reg clkout; 
wire clkin,reset;
always @(posedge clkin or posedge reset)
begin
    if(reset)
        begin
            count <= 0;
            clkout <=1'b0;
        end
    else if(count == 50000)  
        begin
            count <= 0;
            clkout <= ~clkout;  
        end
    else
        count <= (count + 1);
 end
endmodule
==> ./run.sh <==
#!/bin/bash
# OpenROAD 26Q1-2900-gdf79404cd8, Yosys 0.63+post, stock flow scripts
make -C /OpenROAD-flow-scripts/flow DESIGN_CONFIG=/design/flow/config.mk WORK_HOME=/design/flow/orfs finish
==> ./config.mk <==
export PLATFORM = sky130hd
export DESIGN_NAME = Top_Level
export DESIGN_NICKNAME = Top_Level
export VERILOG_FILES = /design/flow/design.v
export SDC_FILE = /design/flow/constraint.sdc
export NUM_CORES = 4
export LEC_CHECK = 1
export CORE_AREA = 10 10 104 104
export DIE_AREA = 0 0 114 114
export SYNTH_HDL_FRONTEND = slang
==> ./constraint.sdc <==
current_design Top_Level

set clk_period 2.4
set clk_io_pct 0.2

create_clock -name clk0 -period $clk_period [get_ports {clk}]

set non_clock_inputs [all_inputs -no_clocks]
set_input_delay [expr $clk_period * $clk_io_pct] -clock clk0 $non_clock_inputs
set_output_delay [expr $clk_period * $clk_io_pct] -clock clk0 [all_outputs]
==> CHANGELOG.md <==
### Metrics

- Share of cells above drive strength 1: between 6 and 7%
- FP Util: 20.9%
- CP Launch Type: flip-flop
- # fillers: between 900 and 1,000
- Ys cells: around 190
- DRC Markers: 0
- Max Clock Skew: 0.00282 ns
- Chip width: 114 µm
- Critical path class: flip-flop to flip-flop
- Max-cap violation count: 0
- Post-CTS resize count: 0
- Area leader, netlist: dfrtp_1
- CTS buffer count: 3
- Top cells, area: dfrtp_1 (23%), dlxtp_1 (12%), ha_1 (8.3%)
- P&R area growth vs syn: 19.7%
- Unique cell types: approximately 43
- Vias in the first global route: 1,284
- Area occupied by multi-input gates: 938 µm²
- Syn avg cell area: 9.70 µm²
- Routed vias: 1,314
- TNS Setup: 0 ns
- Root buf cell: clkbuf_8
- Leakage: about 0.91 nW
- Post-DP HPWL: 2490 µm
- Reg clk slew, reported paths: 0.07 ns
- Tcrit/Tclk final: around 68%
- Number of diodes: 0
- Hold Crit Class: flip-flop to flip-flop
- Synth cell count leaders: nor2_1 (19), dfrtp_1 (17), dlxtp_1 (14)
- # hold bufs at CTS: 0
- Min Tclk post-route: ~1.6 ns
- Register area: 796 µm²
- Register pins left without a clock: 18
- Status: complete, no violations
- Pwr Total: 691 µW
- I/O Buffers: 21
- WP data required: 2.54 ns
- Vias/cell: approximately 4.2
- DRT Pass-1 Iters: 4
- Crit Path Max Fanout: 10
- Initial antenna violation count: 0
- Cell area after synthesis: 1810 µm²
- WL/cell: about 10 µm
- Worst slew margin: roughly 58%
- Die area: 13,000 µm²
- Final RePlAce weighted congestion: slightly above 0.8
- Synth Instances: 187
- Final std cells w/o fill: ~310
- Site Rows: 34
- Peak supply drop: 0.153 mV
- DRT Wirelength: 3240 µm
- Area figure in the yosys stat output: approximately 1800 µm²
- GR Overflow Total: 0
- Count leader, synth: nor2_1
- Clock buffer depth: 2
- Asr flop ratio synth: approximately 45%
- Power per standard cell area: 319 nW/µm²
- CTS H-tree lvls: 1
- Slew @ Worst Pin: around 0.63 ns
- Global-route wire length before repair: 5840 µm
- Final ANT Viol Nets: 0
- Tool warnings: 34
- I/O pin cnt: 22
- Dominant Register Cell: dfrtp_1
- Fin. max-slew vios: 0
- Final hold violations: 0
- CORE AREA: 8680 µm²
- Setup-failing EPs final: 0
- EDFF count, synth: 2
- Endpoints left unconstrained: 29
- WP data arrival: 1.77 ns
- Critical path endpoint category: flip-flop
- RSZ-0062 raised after global routing: false
- Cell count after placement: between 300 and 400
- Pin count of the biggest net entering global routing: 18
- Max Clk Rate: 613 MHz
- Syn. warnings: 0
- Ys flops: 38
- Top-area cell share: 23.5%
- Gr usage total: 5.10%
- Iteration-0 DRC Markers: 71
- Worst skew pair latency: approximately 0.25 ns
- Die Y: about 110 µm
- Postcts setup bufs: 0
- CTS tree: yes
==> cells in the final DEF, fill, tap and decap left out, types with 2 or more instances in the layout <==
| cell type | instances |
|---|---|
| or3b_2 | 2 |
| dlxtp_1 | 14 |
| dfxtp_1 | 5 |
| inv_1 | 12 |
| nor3_1 | 2 |
| a22o_1 | 8 |
| a21o_1 | 2 |
| ha_1 | 12 |
| nor2_1 | 19 |
| clkbuf_8 | 3 |
| a21oi_1 | 9 |
| o31ai_1 | 4 |
| clkdlybuf4s50_1 | 21 |
| xnor2_1 | 9 |
| mux2_2 | 2 |
| nand2_1 | 11 |
| or3_1 | 5 |
| edfxtp_1 | 2 |
| nor2b_1 | 6 |
| nand4_1 | 5 |
| o21ai_0 | 6 |
| mux2i_1 | 6 |
| dfrtp_1 | 17 |
| nand3_1 | 3 |
| xor2_1 | 2 |
==> through the flow <==
stage | util, % | hold WS [ns] | setup WS (ns) | instance area (µm²)
2_1_floorplan | - | 0.406 | 0.888 | 1810
3_3_place_gp | 24.5 | 0.434 | 0.815 | 2120
3_5_place_dp | 24.5 | 0.443 | 0.782 | 2120
4_1_cts | 25.0 | 0.457 | 0.768 | 2170
5_1_grt | 25.0 | 0.467 | 0.654 | 2170
6_report | 25.0 | 0.463 | 0.770 | 2170
==> registers in the layout, indices dropped and copies added (netlist names), named ones only <==
name,cells
C1.count,16
S2.segment_out,7
C1.clkout,1
D1.btn_out,1
T1.count,4
S4.segment_out,7
==> cells by family (layout without fill, tap and decap cells) <==
kind of cell               after synthesis  count (layout)  synth area share, %
and+or+nand+nor                         64              64                 20.6
AOI/OAI and AO/OA                       35              35                 13.0
DFF                                     24              24                 32.3
buffers and inverters                   19              37                 4.35
latches                                 14              14                 11.6
adders and majority gates               12              12                 8.28
xor gates and xnor gates                11              11                 5.31
muxes                                    8               8                 4.55
==> cell type report <==
| class | count | area share [%] |
|---|---|---|
| Clock buffer | 4 | 2.08 |
| Sequential cell | 38 | 36.7 |
| Inverter | 12 | 2.08 |
| Tap cell | 108 | 6.23 |
| Multi-Input combinational cell | 130 | 43.3 |
| Timing Repair Buffer | 21 | 9.69 |
==> report_power, final <==
group          total (mW)  internal, mW  switching, mW
Clock               0.217         0.118         0.0993
Sequential          0.372         0.365        0.00664
Combinational       0.102        0.0484         0.0537
Total               0.691         0.532          0.160
==> critical path: stages, from the launching register on <==
cell      delay, ns
dfrtp_1        0.42
inv_1          0.08
ha_1           0.13
and4bb_2       0.21
and4_2         0.35
nor2_1         0.07
mux2_2         0.27
==> layer usage <==
metal | GRT usage [%] | vias to the layer above | wire [µm]
li1 | - | 696 | -
met1 | 7.57 | 595 | 1710
met2 | 7.44 | 21 | 1300
met3 | 1.59 | 2 | 217
met4 | 0.334 | 0 | 19
met5 | 0 | - | 0
==> path summary, 6_finish.rpt <==
kind                        startpoint           end  slack, ns  depth (start not counted)
min in group asynchronous        reset     C1.clkout       0.72                          2
setup / recovery           C1.count[0]  C1.count[14]       0.77                          6
hold reg to reg              flip-flop     flip-flop       0.46                          0
setup reg to reg           C1.count[0]  C1.count[14]       0.77                          6
max in group asynchronous        reset   C1.count[7]       1.27                          2
hold / removal               flip-flop     flip-flop       0.46                          0
Power figures rest on the tool's default switching activity, not on a simulated workload.
